===== flow/design.v =====
module debounce_switches(
input clk,
input rst,
input [17:0]SW, 
output [17:0]SW_db
);
debounce db0(clk, rst, SW[0], SW_db[0]);
debounce db1(clk, rst, SW[1], SW_db[1]);
debounce db2(clk, rst, SW[2], SW_db[2]);
debounce db3(clk, rst, SW[3], SW_db[3]);
debounce db4(clk, rst, SW[4], SW_db[4]);
debounce db5(clk, rst, SW[5], SW_db[5]);
debounce db6(clk, rst, SW[6], SW_db[6]);
debounce db7(clk, rst, SW[7], SW_db[7]);
debounce db10(clk, rst, SW[8], SW_db[8]);
debounce db11(clk, rst, SW[9], SW_db[9]);
debounce db12(clk, rst, SW[10], SW_db[10]);
debounce db13(clk, rst, SW[11], SW_db[11]);
debounce db14(clk, rst, SW[12], SW_db[12]);
debounce db15(clk, rst, SW[13], SW_db[13]);
debounce db16(clk, rst, SW[14], SW_db[14]);
debounce db17(clk, rst, SW[15], SW_db[15]);
debounce db18(clk, rst, SW[16], SW_db[16]);
debounce db19(clk, rst, SW[17], SW_db[17]);
endmodule
module debounce (
input clk,
input rst,
input SW, 
output reg SW_db
);
reg [7:0]count;
parameter CALMING_WINDOW = 8'd100;
reg [2:0]S;
reg [2:0]NS;
parameter
	START = 3'd0,
	ONE = 3'd1,
	MAYBE_ONE = 3'd2,
	ZERO = 3'd3,
	MAYBE_ZERO = 3'd4,
	ERROR = 3'hF;
always @(posedge clk or negedge rst)
begin
	if (rst == 1'b0)
		S <= START;
	else
		S <= NS;
end
always @(*)
begin
	case (S)
		START: NS = ZERO;  
		ONE: 
			if (SW == 1'b0)
				NS = MAYBE_ZERO;
			else
				NS = ONE;
		MAYBE_ONE:
			if (SW == 1'b1 && count > 8'd100)
				NS = ONE;
			else if (SW == 1'b1)
				NS = MAYBE_ONE;
			else
				NS = ZERO;
		ZERO:
			if (SW == 1'b1)
				NS = MAYBE_ONE;
			else
				NS = ZERO;
		MAYBE_ZERO:
			if (SW == 1'b0 && count > 8'd100)
				NS = ONE;
			else if (SW == 1'b0)
				NS = MAYBE_ZERO;
			else
				NS = ONE;
		default: NS = ERROR;
	endcase
end
always @(posedge clk or negedge rst)
begin
	if (rst == 1'b0)
		count <= 8'd0;
	else
		case (S)
			START:
			begin
				count <= 8'd0;
			end
			ONE: 
			begin
				count <= 8'd0;
				SW_db <= 1'b1;
			end
			MAYBE_ONE:
			begin
				count <= count + 1'b1;
				SW_db <= 1'b0;
			end
			ZERO:
			begin
				count <= 8'd0;				
				SW_db <= 1'b0;
			end
			MAYBE_ZERO:
			begin
				count <= count + 1'b1;
				SW_db <= 1'b1;
			end
		endcase
end
endmodule

===== flow/run.sh =====
#!/bin/bash
# OpenROAD 26Q1-2900-gdf79404cd8, Yosys 0.63+post, stock flow scripts
make -C /OpenROAD-flow-scripts/flow DESIGN_CONFIG=/design/flow/config.mk WORK_HOME=/design/flow/orfs finish

===== flow/config.mk =====
export PLATFORM = sky130hd
export DESIGN_NAME = debounce_switches
export DESIGN_NICKNAME = debounce_switches
export VERILOG_FILES = /design/flow/design.v
export SDC_FILE = /design/flow/constraint.sdc
export NUM_CORES = 4
export LEC_CHECK = 1
export CORE_UTILIZATION = 40

===== flow/constraint.sdc =====
current_design debounce_switches

set clk_period 3.3
set clk_io_pct 0.2

create_clock -name clk0 -period $clk_period [get_ports {clk}]

set non_clock_inputs [all_inputs -no_clocks]
set_input_delay [expr $clk_period * $clk_io_pct] -clock clk0 $non_clock_inputs
set_output_delay [expr $clk_period * $clk_io_pct] -clock clk0 [all_outputs]

==> flow_metrics.env <==
# yosys + openroad results
export IMPL_fin_util=0.465
export IMPL_yosysTopAreaCell="dfrtp_1"
export IMPL_critPathArrivalTime_ns=1.38
export IMPL_globalRouteOverflowTotal=0
export IMPL_yosys_area_top_type_share=0.454
export IMPL_postSynth_asyncResetShare=0.923
export IMPL_seq_area_sq_um=5970
export IMPL_setup_viol=0
export IMPL_grtUsageTotal=0.156
export IMPL_cp_depth=1
export IMPL_firstDrtPassIters=5
export IMPL_row_count=62
export IMPL_portBuffers=37
export IMPL_p_leak_nw=5.71
export IMPL_cp_end_kind="output port"
export IMPL_syn_inst=1217
export IMPL_whs_ns=0.0467
export IMPL_top_cell="dfrtp_1"
export IMPL_netlist_cell_type_count=45
export IMPL_tightestPinTransition_ns=0.647
export IMPL_cp_num_buf_inv=1
export IMPL_drive_gt1_frac=0.0804
export IMPL_cts_sinks=235
export IMPL_ant_nets=0
export IMPL_yosys_warnings=2
export IMPL_status="complete, no violations"
export IMPL_routed_wl_microns=22200
export IMPL_grt_pass1_vias=8226
export IMPL_grt_max_degree=57
export IMPL_postCtsHoldBufs=0
export IMPL_dieArea_sq_um=30400
export IMPL_clk_latency_ns=0.53
export IMPL_synthToLayoutAreaGrowth_pct=13.3
export IMPL_dpl_cell_area_sq_um=12600
export IMPL_post_cts_resized=0
export IMPL_fp_utilization=0.410
export IMPL_fin_area_sq_um=13500
export IMPL_worst_path_max_fanout=1
export IMPL_rsz0062_at_grt="no"
export IMPL_fin_tns_setup_ns=0
export IMPL_ys_seq_share=0.502
export IMPL_wl_per_cell_microns=13.4
export IMPL_ys_cells=1217
export IMPL_cts_reportedPaths_clkPinSlew_ns=0.06
export IMPL_cts_setup_buffers=0
export IMPL_cp_required_ns=2.64
export IMPL_ys_area_sq_um=11900
export IMPL_io_pins=38
export IMPL_cts_buffers=27
export IMPL_max_freq_mhz=491
export IMPL_warning_count=43
export IMPL_cts_root_buf="clkbuf_16"
export IMPL_topCellsByArea="dfrtp_1 (45%), o21ai_0 (7.6%), edfxtp_1 (4.5%), nor2_1 (4.4%), ha_1 (3.8%)"
export IMPL_die_h_microns=174
export IMPL_cp_cell_sequence="clkdlybuf4s50_1"
export IMPL_slew_viol_final=0
export IMPL_cap_viol_max_count=0
export IMPL_drt_initial_drc_count=462
export IMPL_nFillCells=2640
export IMPL_cts_tree="built"
export IMPL_hold_viol=0
export IMPL_remaining_drc_errors=0
export IMPL_edf_count=18
export IMPL_finClkSkew_ns=0.0184
export IMPL_ff_type="dfrtp_1"
export IMPL_syn_mean_instance_area_sq_um=9.78
export IMPL_die_width_microns=174
export IMPL_antenna_cells=0
export IMPL_htree_levels=1
export IMPL_synth_area_sq_um=11900
export IMPL_hpwl_microns=14300
export IMPL_min_period_ns=2.04
export IMPL_grt_pass1_wl_microns=39200
export IMPL_logic_area_sq_um=5430
export IMPL_cp_top_family="buffers and inverters"
export IMPL_cp_slowest_cell="clkdlybuf4s50_1"
export IMPL_fin_crit_sh=0.617
export IMPL_synth_flops=235
export IMPL_antenna_found_initial=0
export IMPL_clk_path_buf_depth=3
export IMPL_vias_per_cell=5.38
export IMPL_slew_headroom=0.569
export IMPL_reg2reg_depth=4
export IMPL_p_per_area_nw_per_um2=507
export IMPL_path_class="register to output port"
export IMPL_gp_congestion=0.845
export IMPL_common_cells="dfrtp_1 (216), o21ai_0 (181), nor2_1 (141)"
export IMPL_hold_class="input port to asynchronous set/reset pin"
export IMPL_num_vias=8891
export IMPL_ir_drop_mv=0.389
export IMPL_critPathLaunchType="register"
export IMPL_coreArea_sq_um=29000
export IMPL_slowest_delay_ns=0.49
[where the power goes]
group / switching [mW] / internal [mW]
logic: 0.332 / 0.257
registers: 0.164 / 3.05
clock network: 1.17 / 1.87
[logic make-up after synthesis]
group,synth area share
fa+ha+maj,0.0378
compound gates,0.204
mux,0.000946
other cells,0.000315
simple gates,0.206
xor+xnor,0.00736
buf+inv,0.0419
flops,0.502
[final timing paths]
check / startpoint / endpoint / slack, ns
min in group clk0: db19.count[6] / db19.count[6] / 0.49
max in group asynchronous: rst / db13.S[2] / 2.29
min reg2reg: db19.count[6] / db19.count[6] / 0.49
max: db11.SW_db / SW_db[9] / 1.26
min: rst / db2.count[1] / 0.05
max reg2reg: db14.S[0] / db11.count[2] / 1.59
[state kept, by name (all words and copies together) (netlist names), 5 cells and up]
name        cells
db3.count       8
db14.count      8
db12.count      8
db16.count      8
db19.count      8
db18.count      8
db11.count      8
db13.count      8
db6.count       8
db10.count      8
db0.count       8
db15.count      8
db4.count       8
db5.count       8
db17.count      8
db14.S          5
db7.count       8
db1.count       8
db2.count       8
[metrics by stage]
stage | setup slack [ns] | total power [mW] | cells
finish | 1.26 | 6.84 | 1653
global route | 1.20 | 7.18 | 1653
CTS | 1.20 | 6.97 | 1653
detailed placement | 1.42 | 3.86 | 1605
global placement | 1.43 | 3.85 | 1605
floorplan | 1.65 | 3.65 | 1217
[layout by cell type (no fill, tap or decap), drive strengths merged, types with 20 or more instances in the layout]
| master | count |
|---|---|
| o21ai | 189 |
| and3 | 28 |
| dfrtp | 216 |
| clkdlybuf4s50 | 36 |
| or2 | 36 |
| a31oi | 57 |
| a22o | 20 |
| nor2b | 34 |
| nand2 | 77 |
| ha | 36 |
| nand4 | 28 |
| clkbuf | 37 |
| nor2 | 141 |
| inv | 56 |
| a21oi | 28 |
| nand3 | 39 |
[layer usage]
layer	share of wire	global-route usage	vias up
met4	0.017	0.0272	0
met3	0.039	0.0254	25
met2	0.43	0.230	138
li1	-	-	4492
met5	0	0	-
met1	0.51	0.254	4236
[cell type report]
| type | instances | share of cell area |
|---|---|---|
| Clock inverter | 11 | 0.0106 |
| Clock buffer | 37 | 0.0573 |
| Multi-Input combinational cell | 885 | 0.403 |
| Inverter | 55 | 0.0153 |
| Tap cell | 384 | 0.0356 |
| Sequential cell | 235 | 0.443 |
| Timing Repair Buffer | 46 | 0.0356 |
Power is estimated from default activity; no workload was simulated.
