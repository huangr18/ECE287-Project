$ cat /design/flow/run.sh
#!/bin/bash
# OpenROAD 26Q1-2900-gdf79404cd8, Yosys 0.63+post, stock flow scripts
make -C /OpenROAD-flow-scripts/flow DESIGN_CONFIG=/design/flow/config.mk WORK_HOME=/design/flow/orfs finish
$ cat /design/flow/config.mk
export PLATFORM = sky130hd
export DESIGN_NAME = space_invader
export DESIGN_NICKNAME = space_invader
export VERILOG_FILES = /design/flow/design.v
export SDC_FILE = /design/flow/constraint.sdc
export NUM_CORES = 4
export LEC_CHECK = 1
export CORE_AREA = 10 10 112 112
export DIE_AREA = 0 0 122 122
$ cat /design/flow/constraint.sdc
current_design space_invader

set clk_period 7.1
set clk_io_pct 0.2

create_clock -name clk0 -period $clk_period [get_ports {clk}]

set non_clock_inputs [all_inputs -no_clocks]
set_input_delay [expr $clk_period * $clk_io_pct] -clock clk0 $non_clock_inputs
set_output_delay [expr $clk_period * $clk_io_pct] -clock clk0 [all_outputs]
$ cat /design/flow/design.v
module space_invader(
    input clk,
    input rst,
	 input start,
	 input left,
	 input right,
	 output reg [9:0]player_x_pos,
	 output reg done
	 );
reg [6:0]S;
reg [6:0]NS;
parameter START = 7'd0,
			 START_GAME = 7'd1,
			 PLAYER_WIN = 7'd2,
			 ENEMY_WIN = 7'd3,
			 WIN = 7'd4,
			 GAME_OVER = 7'd5,
			 ERROR = 7'd6;
parameter width = 15,
			 height = 15,
			 i = 0;
reg all_enemy_die = 0;
reg player_die = 0;
reg [7:0] score;
reg [9:0] enemy1_x_pos;
reg [9:0] enemy1_y_pos;
reg [9:0] p_bullet_x_pos;
reg [9:0] p_bullet_y_pos;
always @(*)
begin
	case (S)
		START:
		begin
			if (start == 1'b1)
				NS = START_GAME;
			else
				NS = START;
		end
		START_GAME:
		begin
			if (all_enemy_die)
				NS = WIN;
			else if (player_die)
				NS = GAME_OVER;
			else
				NS = START_GAME;
		end
		PLAYER_WIN: 
		if(done == 1'b1)
			NS = WIN;
		ENEMY_WIN: 
		if(done == 1'b1)
			NS = GAME_OVER;
		WIN:
		begin 
			if(start == 1'b1)
				NS = START;
			else
				NS = WIN;
		end
		GAME_OVER: 
		begin
				if(start == 1'b1)
				NS = START;
			else
				NS = WIN;
		end
		default NS = ERROR;
	endcase
end
always @(posedge clk or negedge rst)
begin
	if (rst == 1'b0)
	begin
		done = 1'b0;
		player_x_pos = 320; 
		enemy1_x_pos = 320; 
		enemy1_y_pos = 240;
		score = 0;
		p_bullet_x_pos = 320;
		p_bullet_y_pos = 15;	
	end
	else
		case (S)
			START_GAME: 
			begin
				if (~done) begin
					if ((left == 1) && (player_x_pos >= 15))
						player_x_pos = player_x_pos - 6;
					if ((right == 1) && (player_x_pos <= 625))
						player_x_pos = player_x_pos + 6;
					else if (player_x_pos >=625)
						player_x_pos = 625;
					else if (player_x_pos <=14)
						player_x_pos = 15;
				end
				if (~done) begin
					enemy1_x_pos = enemy1_x_pos - 1;
					if (enemy1_x_pos <= 14) 
					begin
						enemy1_x_pos = enemy1_x_pos + 1;
						if (enemy1_x_pos >=625)
						begin
							enemy1_y_pos = enemy1_y_pos - 1;
							score = score + 1;
							if (enemy1_y_pos <= 15)
							begin
								player_die = 1'b1;
							end
						end
					end
				end
			end
			PLAYER_WIN: done = 1'b1;
			ENEMY_WIN: done = 1'b1;
		endcase
end
always @(posedge clk or negedge rst)
begin
	if (rst == 1'b0)
	begin
		S <= START;
	end
	else
	begin
		S <= NS;
	end
end
endmodule
==> flow_summary_export.csv <==
group,metric,value,unit
run_status,outcome,"finished clean",
clock_tree,cts_root_buffer,"sky130_fd_sc_hd__clkbuf_8",
logic_synthesis,fa_ha_area_share,1.74,%
logic_synthesis,number_of_enable_flip_flop_cells,1,
clock_tree,ctsResizeCount,0,
sta,final-max-slew-violation-count,0,
logic_synthesis,synth-async-reset-ratio,77.8,%
route,wl,3.73,mm
worst_setup_path,cp.required,7.24,ns
clock_tree,cts_buffers,3,
clock_tree,clkTransAtPathRegs,0.07,ns
logic_synthesis,ys_sh_xor,3.05,%
sta,period_minus_slack,3.93,ns
worst_setup_path,regToRegSetupSlack,4.10,ns
layout,final_core_utilization,16.9,%
die,die_h,122,um
clock_tree,cts_setup_buffers,0,
job,cap_viol_max_count,0,
logic_synthesis,mux_share_of_post_synthesis_cell_area,2.79,%
sta,rsz0062_at_grt,"no",
sta,hold_violations,0,
grt,grt_first_pass_wirelength,6.33,mm
grt,grt_use_total,5.07,%
hold_path,worstHoldPathType,"reg -> reg",
die,die_width,122,um
logic_synthesis,postSynthAreaPerCell,8.80,sq um
grt,remaining_overflow_grt,0,
power_and_ir_drop,max-vdd-ir-drop,71.5,uV
die,floorplanUtilization,14.0,%
grt,number_of_antenna_violations_at_the_first_check_in_global_routing,0,
grt,grt_start_max_net_pins,17,
logic_synthesis,synthTopLogicFamily,"AND-OR/OR-AND gates",
clock_tree,h-tree-depth,1,
job,warnings,25,
worst_setup_path,critPathCaptureType,"flip-flop",
grt,gr-max-usage-layer,"met2",
sta,unclocked_pins,3,
logic_synthesis,post_synth_ao_oa_area_fraction,29.7,%
sta,pin_slew_with_the_least_headroom_to_its_limit,0.676,ns
route,dr.pass1.iters,4,
layout,post_route_cells_drive_above_1_share,13.9,%
logic_synthesis,ys_cells,163,
logic_synthesis,netlist_area,1440,sq um
clock_tree,tritoncts,"done",
sta,count_of_endpoints_without_a_timing_constraint,6,
route,post_drt_via_cell_ratio,4.18,
layout,nFillCells,1118,
worst_setup_path,critical_path.max_fanout,7,
route,detail_route.wl_per_cell,12.1,um
grt,grtUsageMet2,7.67,%
placed_design,setup_slack_placement,2.97,ns
worst_setup_path,setup.worst_path.start_class,"input port",
logic_synthesis,and_or_nand_nor_area_share,24.6,%
route,drt_iter0_markers,96,
worst_setup_path,criticalPathCategory,"in -> reg",
route,diodes_inserted,0,
die,io-pin-count,16,
route,route.vias.total,1293,
die,chipArea,14900,sq um
grt,met3_demand_to_capacity_share_in_global_routing,1.46,%
logic_synthesis,synthCells,163,
logic_synthesis,synth.ff_latch_count,18,
clock_tree,clock_latency,0.25,ns
hold_path,min_delay_path_depth,2,
worst_setup_path,r2r.worst_path.cells,8,
logic_synthesis,post_synth_num_cell_types,69,
sta,setup_viol,0,
sta,setup_total_negative_slack,0,ns
route,route.detailed.drc,0,
clock_tree,cts_hold_buffers,0,
sta,timing.final.crit_share,55.3,%
placed_design,numPlacedInstances,305,
sta,max_freq,255,MHz
layout,layout-area-overhead-vs-synth,20.4,%
logic_synthesis,yosys_warnings,1,
route,antenna_violating_nets_left,0,
power_and_ir_drop,p_leak,0.678,nW
layout,layoutNonFillerInstCount,309,
placed_design,port-buffer-count,15,
sta,timing.max_slew.rel_slack,54.8,%
die,std_cell_rows,37,
grt,grt_pass1_vias,1286,
power_and_ir_drop,powerDensity,174,nW/um^2
placed_design,postPlaceCellArea,1680,sq um
layout,fin_area,1730,sq um
clock_tree,cts_buffer_depth,2,
placed_design,dp.final_hpwl,2.89,mm
sta,worst_clock_skew,0.0121,ns
grt,grt_util_met1,7.28,%
logic_synthesis,synth_top_flop_cell,"sky130_fd_sc_hd__dfrtp_1",
placed_design,routabilityCongestion,0.943,
sta,worst_slack,3.17,ns
die,core-area,10200,sq um
worst_setup_path,critPathArrivalTime,4.07,ns
logic_synthesis,synth.yosys.chip_area,1440,sq um
==> layer usage <==
layer / share of wire, % / vias to the layer above / routed length [um]
li1: - / 639 / -
met1: 49 / 612 / 1810
met2: 44 / 38 / 1630
met3: 6.8 / 4 / 254
met4: 0.86 / 0 / 32
met5: 0 / - / 0
==> cells in the final DEF (no fill, tap or decap), drive strengths merged, types with 2 or more instances in the layout <==
cell type / count
nand4b: 2
xnor2: 3
o22ai: 2
nor4b: 2
nand2b: 3
clkdlybuf4s50: 15
xor2: 2
and3b: 2
ha: 2
nor3: 4
dfstp: 2
nand3: 7
dfrtp: 12
mux2i: 4
nor2: 13
or3b: 2
o21ai: 10
o211ai: 2
a311oi: 2
a211oi: 2
a21oi: 10
dlxtn: 3
nand2: 12
o32ai: 3
o31ai: 3
a41o: 2
or3: 2
inv: 8
conb: 2
clkbuf: 3
nand4: 2
and2: 3
==> sequential cells by signal, indices dropped and copies added (netlist names) <==
signal	flops
done	1
player_die	1
S	3
player_x_pos	10
NS	3
==> through the flow <==
step           hold WS (ns)  power [mW]
6_report              0.536       0.301
5_1_grt               0.571       0.325
4_1_cts               0.539       0.302
3_5_place_dp          0.526       0.231
3_3_place_gp          0.517       0.232
2_1_floorplan         0.473       0.198
==> logic make-up (layout without fill, tap and decap cells) <==
family,count (synthesis),in the layout
AND-OR/OR-AND,54,54
XOR/XNOR,5,5
adder cells (fa/ha/maj),2,2
buffers and inverters,18,28
flip-flops,15,15
latches,3,3
multiplexers,4,4
other,2,2
AND/OR/NAND/NOR,60,60
==> synthesized netlist by cell type, types with 2 or more instances <==
library cell               instances  area (sq um)
sky130_fd_sc_hd__mux2i_1           4          40.0
sky130_fd_sc_hd__inv_1             8          30.0
sky130_fd_sc_hd__xor2_1            2          17.5
sky130_fd_sc_hd__dlxtn_1           3          45.0
sky130_fd_sc_hd__nand2_1          12          45.0
sky130_fd_sc_hd__a41o_1            2          20.0
sky130_fd_sc_hd__conb_1            2          7.51
sky130_fd_sc_hd__o31ai_1           3          22.5
sky130_fd_sc_hd__a311oi_1          2          17.5
sky130_fd_sc_hd__ha_1              2          25.0
sky130_fd_sc_hd__buf_6             4          45.0
sky130_fd_sc_hd__nor4b_1           2          17.5
sky130_fd_sc_hd__a21oi_1          10          50.1
sky130_fd_sc_hd__nor3_1            3          15.0
sky130_fd_sc_hd__buf_4             3          22.5
sky130_fd_sc_hd__buf_2             2          10.0
sky130_fd_sc_hd__nand2b_1          3          18.8
sky130_fd_sc_hd__xnor2_1           3          26.3
sky130_fd_sc_hd__dfstp_2           2          52.6
sky130_fd_sc_hd__or3b_1            2          17.5
sky130_fd_sc_hd__or3_1             2          12.5
sky130_fd_sc_hd__nand3_1           6          30.0
sky130_fd_sc_hd__nor2_1           12          45.0
sky130_fd_sc_hd__o21ai_1           3          15.0
sky130_fd_sc_hd__o32ai_1           3          26.3
sky130_fd_sc_hd__o21ai_0           6          30.0
sky130_fd_sc_hd__o211ai_2          2          25.0
sky130_fd_sc_hd__and2_1            3          18.8
sky130_fd_sc_hd__dfrtp_1          12           300
==> path summary, 6_finish.rpt <==
kind | from | endpoint
max reg2reg | player_x_pos[1]$_DFFE_PN0P_ | player_x_pos[3]$_DFFE_PN0P_
min reg2reg | player_x_pos[6]$_DFFE_PN1P_ | player_x_pos[6]$_DFFE_PN1P_
min in group asynchronous | rst | player_x_pos[2]$_DFFE_PN0P_
max in group asynchronous | rst | player_x_pos[1]$_DFFE_PN0P_
min | player_x_pos[6]$_DFFE_PN1P_ | player_x_pos[6]$_DFFE_PN1P_
max | left | player_x_pos[3]$_DFFE_PN0P_
==> final cells by class <==
type	count	area, sq um	area share (%)
sequential	18	428	24.8
clock inverter	1	5.00	0.290
clock buffer	3	41.3	2.39
tap	136	170	9.85
multi-input combinational	127	896	51.8
timing repair buffer	16	158	9.12
inverter	8	30.0	1.74
==> where the power goes <==
| group | leakage, nW | internal [mW] | total [mW] | switching, mW |
|---|---|---|---|---|
| Combinational | 0.451 | 0.0529 | 0.118 | 0.0653 |
| Clock | 0.0255 | 0.0388 | 0.0700 | 0.0312 |
| Sequential | 0.202 | 0.0940 | 0.113 | 0.0188 |
==> critical path: stages <==
cell,delay [ns]
sky130_fd_sc_hd__clkdlybuf4s50_1,0.59
sky130_fd_sc_hd__or3b_1,0.53
sky130_fd_sc_hd__mux2i_1,0.17
sky130_fd_sc_hd__mux2i_1,0.41
sky130_fd_sc_hd__o311ai_1,0.22
sky130_fd_sc_hd__nand3b_1,0.26
sky130_fd_sc_hd__o21ai_1,0.11
sky130_fd_sc_hd__a311o_1,0.36
Power figures rest on the tool's default switching activity, not on a simulated workload.
